==> ./design.v <==
module gcd2(
    input clk,
    input rst,
    input start,
    input [15:0] a_in,
    input [15:0] b_in,
    output reg valid,
    output reg [15:0] out
);
    localparam IDLE    = 3'd0;
    localparam COMPARE = 3'd1;
    localparam A_GT_B  = 3'd2;
    localparam B_GT_A  = 3'd3;
    localparam EQUAL   = 3'd4;
    reg [2:0] state, nxt_state;
    reg [15:0] a, b;
    reg signed [16:0] y;
    always @(posedge clk) begin
        if (rst) begin
            state <= IDLE;
            a <= 0;
            b <= 0;
            valid <= 0;
            out <= 0;
        end else begin
            state <= nxt_state;
            case (state)
                IDLE: begin
                    valid <= 0;
                    if (start) begin
                        a <= a_in;
                        b <= b_in;
                    end
                end
                A_GT_B: begin
                    a <= a - b;
                end
                B_GT_A: begin
                    b <= b - a;
                end
                EQUAL: begin
                    valid <= 1;
                    valid <= 1;
                    if (a == 0 || b == 0)
                        out <= 0;
                    else
                        out <= a;
                end
                default: ;
            endcase
        end
    end
    always @(*) begin
        nxt_state = state;
        y = $signed({1'b0, a}) - $signed({1'b0, b});
        case (state)
            IDLE: begin
                if (start)
                    nxt_state = COMPARE;
            end
            COMPARE: begin
                if(a == 0 || b == 0) 
                    nxt_state = EQUAL;
                else if (y > 0)
                    nxt_state = A_GT_B;
                else if (y < 0)
                    nxt_state = B_GT_A;
                else
                    nxt_state = EQUAL;
            end
            A_GT_B,
            B_GT_A: begin
                nxt_state = COMPARE;
            end
            EQUAL: begin
                nxt_state = IDLE;
            end
            default: nxt_state = IDLE;
        endcase
    end
endmodule
module gcd3_top (
    input  wire clk,
    input  wire reset,
    input  wire start,
    input  wire [15:0] A,
    input  wire [15:0] B,
    input  wire [15:0] C,
    output reg valid,
    output reg [15:0] D
);
    reg s;
    reg start_gcd;
    wire valid_gcd;
    wire [15:0] gcd_out;
    reg [15:0] in1, in2;
    reg [15:0] result_ab;
    always @(*) begin
        if (s == 0) begin
            in1 = A;
            in2 = B;
        end else begin
            in1 = result_ab;
            in2 = C;
        end
    end
    localparam IDLE = 2'd0,
               FIRST_PASS = 2'd1,
               SECOND_PASS = 2'd2,
               DONE = 2'd3;
    reg [1:0] state, next_state;
    always @(posedge clk) begin
        if (reset) begin
            state <= IDLE;
            start_gcd <= 0;
            s <= 0;
            result_ab <= 0;
            valid <= 0;
            D <= 0;
        end else begin
            state <= next_state;
            case (state)
                IDLE: begin
                    valid <= 0;
                    if (start) begin
                        start_gcd <= 1;
                        s <= 0;
                    end
                end
                FIRST_PASS: begin
                    start_gcd <= 0;
                    if (valid_gcd) begin
                        result_ab <= gcd_out;
                        start_gcd <= 1;
                        s <= 1;
                    end
                end
                SECOND_PASS: begin
                    start_gcd <= 0;
                    if (valid_gcd) begin
                        D <= gcd_out;
                        valid <= 1;
                    end
                end
                DONE: begin
                    start_gcd <= 0;
                    s <= 0;
                end
            endcase
        end
    end
    always @(*) begin
        next_state = state;
        case (state)
            IDLE: if (start) next_state = FIRST_PASS;
            FIRST_PASS: if (valid_gcd) next_state = SECOND_PASS;
            SECOND_PASS: if (valid_gcd) next_state = DONE;
            DONE: next_state = IDLE;
        endcase
    end
    gcd2 cal(
        .clk(clk),
        .rst(reset),
        .start(start_gcd),
        .a_in(in1),
        .b_in(in2),
        .valid(valid_gcd),
        .out(gcd_out)
    );
endmodule
==> ./run.sh <==
#!/bin/bash
# OpenROAD 26Q1-2900-gdf79404cd8, Yosys 0.63+post, stock flow scripts
make -C /OpenROAD-flow-scripts/flow DESIGN_CONFIG=/design/flow/config.mk WORK_HOME=/design/flow/orfs finish
==> ./config.mk <==
export PLATFORM = sky130hd
export DESIGN_NAME = gcd3_top
export DESIGN_NICKNAME = gcd3_top
export VERILOG_FILES = /design/flow/design.v
export SDC_FILE = /design/flow/constraint.sdc
export NUM_CORES = 4
export LEC_CHECK = 1
export CORE_UTILIZATION = 40
==> ./constraint.sdc <==
current_design gcd3_top

set clk_period 4.1
set clk_io_pct 0.2

create_clock -name clk0 -period $clk_period [get_ports {clk}]

set non_clock_inputs [all_inputs -no_clocks]
set_input_delay [expr $clk_period * $clk_io_pct] -clock clk0 $non_clock_inputs
set_output_delay [expr $clk_period * $clk_io_pct] -clock clk0 [all_outputs]
==> reports/results.ini <==
[setup_path]
reg2regPathDepth = 10
crit_family = simple AND/OR/NAND/NOR gates
end_kind = flip-flop
cp_max_fo = 11
path_class = flip-flop to flip-flop
max_stage_delay_ns = 0.62
worstPathRequired_ns = 4.37
startpoint_type = flip-flop
crit_arrival_ns = 3.81
slowest_stage = a2111oi_1
crit_cells = 10
path_cells = inv_1, ha_1, nand2_1, a211o_1, a2111oi_1, nor2_1, xnor2_1, or4_4, or4_1, a21oi_1
cp.buffers_inverters = 1

[yosys]
post_synth_instance_area_sq_um = 5458
synthTopCellsByCount = 93 x a21oi_1, 93 x dfxtp_1, 89 x nand2_1
synth_top_cell_by_area = dfxtp_1
ys_chip_area_sq_um = 5458
synth-seq-cells = 93
synth_warnings = 2
postSynthSeqShare = 0.3411
synthCells = 682
edf_count = 0
synth_top_area_share = 0.3411
async_flop_share = 0
synth_cell_type_count = 57
area_leaders = dfxtp_1 34%, a21oi_1 8.5%, ha_1 7.1%
yosys_cells = 682
ff_type = dfxtp_1
syn_area_per_cell_sq_um = 8.003

[clocking]
clk_latency_ns = 0.34
holdBufCountCts = 0
cts_root_buf = clkbuf_16
path_clk_slew_ns = 0.07
cts_buffer_depth = 2
ctsResizeCount = 0
cts_buffers = 9
cts_tree = yes
htree_levels = 3
cts_sinks = 93
post-cts-setup-buffers = 0

[power_and_ir_drop]
ir_drop_mv = 0.2246
internal_power_w = 0.001822
pwr-share-seq = 0.361
switchingPower_w = 0.0008957
power_density_nw_per_um2 = 420.6
p_leak_nw = 2.365
power.share.switching = 0.3296
p_clk_frac = 0.318
p_comb_frac = 0.320

[global_route]
grt_pass1_wl_mm = 23.18
track_usage = 0.2098
grt_overflow = 0
first_global_vias = 4520
grt_max_degree = 48
antenna_found_initial = 0

[routing]
n_antenna_cell = 0
vias = 4775
drt-initial-drc-count = 263
drc = 0
drtPass1Iterations = 4
postRouteAntennaNets = 0
vias_per_cell = 5.288
wl_mm = 14.00
wire_per_inst_um = 15.50

[min_path]
hold_path_class = flip-flop to flip-flop
min_path_cells = 2

[cells_and_area]
drive_gt1_frac = 0.05502
design_area_sq_um = 6461
area_growth_pct = 18.39
postLayoutCoreUtil = 0.4860

[die]
io_pins = 68
die_h_um = 118.8
core_area_sq_um = 13300
chip_area_sq_um = 14120
fp_util = 0.4105
fp.dieW_um = 118.8
std_cell_rows = 42

[timing]
grt_setup_unrepaired = false
skew_ns = 0.005238
slew_headroom = 0.2707
fin_crit_ns = 3.538
max_freq_mhz = 282.6
finalCritPeriodShare = 0.8630
fin_tns_setup_ns = 0
hold_viol = 0
setup_ws_ns = 0.5617
worst_pin_slew_ns = 1.082
drv_slew = 0
setup-violations-final = 0

[placement]
place_area_sq_um = 6152
detailed_place_hpwl_mm = 10.40
routabilityCongestion = 0.9279
pre_cts_slack_ns = 0.5999
io_buffers = 67

[run_status]
status = finished, final reports clean

[job]
drv_cap = 0
tool_warnings = 40

## final cells by class
| cell class | count | area [sq um] |
|---|---|---|
| fill | 1303 | 6834 |
| multi-input combinational | 502 | 3189 |
| sequential | 93 | 1863 |
| timing repair buffer | 75 | 725.7 |
| clock buffer | 12 | 256.5 |
| tap | 176 | 220.2 |
| inverter | 41 | 153.9 |
| clock inverter | 4 | 52.55 |
## worst min-delay path: cells and delay by family, from the launching register on
kind	cells	cell delay (ns)
flip-flops	1	0.31
AND-OR/OR-AND	1	0.05
AND/OR/NAND/NOR	1	0.05
## power by group through the flow
stage	registers, W	clock network [W]	logic (W)
finish	0.000982	0.000865	0.000870
global route	0.000987	0.000927	0.000968
CTS	0.000981	0.000881	0.000867
## layout by cell type (no fill, tap or decap), drive strengths merged, types with 2 or more instances in the layout
master         synthesis  layout
a31oi                  8       8
fa                     2       2
nand4                  4       4
and2                   3       3
nand2b                10      10
nand3                  5       5
xor2                   7       7
mux2                   2       2
o21ai                 19      19
inv                   41      43
a22o                  16      16
nor2b                 22      22
or3                    2       2
nor4                   9       9
mux2i                 17      17
nor3                   7       7
o211ai                 3       3
or4                    2       2
dfxtp                 93      93
o21a                   2       2
clkbuf                37      12
a21oi                 93      93
clkdlybuf4s50          0      66
a311oi                 3       3
a21o                   7       7
nor3b                  4       4
a21boi                 3       3
or2                    6       6
nand2                 90      90
xnor2                 20      20
ha                    31      31
and3                   2       2
a211oi                43      43
buf                    9       9
nor2                  49      49
o2111ai                2       2
## layer usage
metal	track usage	part of all wire	up-vias
met2	0.3176	0.43	115
met5	0	0	-
met1	0.3336	0.51	2178
met3	0.03082	0.051	9
met4	0.02215	0.0077	0
li1	-	-	2473
## logic make-up (layout without fill, tap and decap cells)
family          after synthesis  after routing  share of synthesized area
mux                          19             19                    0.03530
fa+ha+maj                    33             33                    0.07840
xor+xnor                     27             27                    0.04333
simple gates                217            217                     0.1871
buf+inv                      87            132                    0.07588
compound gates              206            206                     0.2389
flops                        93             93                     0.3411
## per-stage QoR
step	hold slack, ns	power (W)	cells
global placement	0.4425	0.001864	887
global route	0.4765	0.002882	903
detailed placement	0.4475	0.001862	887
finish	0.4539	0.002717	903
floorplan	0.4218	0.001659	682
CTS	0.4567	0.002730	903
## sequential cells by signal, summed over array words and instances, names as in the netlist
name,count
s,1
cal.b,16
cal.state,5
start_gcd,1
cal.out,16
valid,1
cal.valid,1
state,4
cal.a,16
D,16
result_ab,16
## worst paths after layout
check | startpoint | end | slack, ns
max | cal.b[4] | cal.state[1] | 0.56
min | D[2] | D[2] | 0.45
max reg2reg | cal.b[4] | cal.state[1] | 0.56
min reg2reg | D[2] | D[2] | 0.45
Power is estimated from default activity; no workload was simulated.
